[/design/flow/run.sh]
#!/bin/bash
# OpenROAD 26Q1-2900-gdf79404cd8, Yosys 0.63+post, stock flow scripts
make -C /OpenROAD-flow-scripts/flow DESIGN_CONFIG=/design/flow/config.mk WORK_HOME=/design/flow/orfs finish
[/design/flow/config.mk]
export PLATFORM = sky130hd
export DESIGN_NAME = codec_intf
export DESIGN_NICKNAME = codec_intf
export VERILOG_FILES = /design/flow/design.v
export SDC_FILE = /design/flow/constraint.sdc
export NUM_CORES = 4
export LEC_CHECK = 1
export CORE_UTILIZATION = 30
[/design/flow/constraint.sdc]
current_design codec_intf

set clk_period 5.0
set clk_io_pct 0.2

create_clock -name clk0 -period $clk_period [get_ports {clk}]

set non_clock_inputs [all_inputs -no_clocks]
set_input_delay [expr $clk_period * $clk_io_pct] -clock clk0 $non_clock_inputs
set_output_delay [expr $clk_period * $clk_io_pct] -clock clk0 [all_outputs]
[/design/flow/design.v]
module codec_intf(lft_in, rht_in, valid, lft_out, rht_out, LRCLK, SCLK, MCLK, RSTn, clk, rst_n, SDin, SDout);
input clk, rst_n, SDout;
input [15:0] lft_out, rht_out;
output reg [15:0] lft_in, rht_in;
output reg valid;
output LRCLK, SCLK, MCLK, RSTn, SDin;
reg [15:0] inshift_reg; 								  
reg [15:0] outshift_reg, lft_buffin, rht_buffin;  
reg [10:0] cnt;											  
reg LRCLK, SCLK, MCLK, RSTn;							  
reg set_valid, LRCLK_fall, LRCLK_rise;  
reg SCLK_fall, SCLK_rise;					 
always @(posedge clk)
  if (set_valid) begin
	rht_buffin <= rht_out;
	lft_buffin <= lft_out;
  end
assign set_valid = ~LRCLK & &cnt[8:5] & SCLK_rise & RSTn;
always @(posedge clk, negedge rst_n) begin
	if(!rst_n)
		valid <= 1'b0;
	else if(set_valid)
		valid <= 1'b1;
	else if(LRCLK_rise)
		valid <= 1'b0;
end
always @(negedge clk, negedge rst_n) begin
  if(!rst_n)
	outshift_reg <= 16'h0000;
  else if(LRCLK_rise)
	outshift_reg <= lft_buffin;		 
  else if(LRCLK_fall)
	outshift_reg <= rht_buffin;		 
  else if(SCLK_fall)
	outshift_reg <= {outshift_reg[14:0], outshift_reg[15]};		 
end
assign SDin = outshift_reg[15];		 
always @(posedge clk, negedge rst_n) begin
  if(!rst_n) 
	inshift_reg <= 16'h0000;
  else if(SCLK_rise)
	inshift_reg <= {inshift_reg[14:0], SDout};
end
always @(posedge clk) begin
	if(LRCLK_fall)
		lft_in <= inshift_reg;
end
assign rht_in = inshift_reg;
always @(posedge clk or negedge rst_n) begin
  if(!rst_n)
    cnt <= 11'h200;
  else if(&cnt)
    cnt <= 11'h400;		 
  else
    cnt <= cnt + 1;
end
assign LRCLK = cnt[9];		 
assign SCLK = cnt[4];		 
assign MCLK = cnt[1];		 
assign RSTn = cnt[10];		 
assign LRCLK_rise 	= (~cnt[9] && &cnt[8:0]) ? 1'b1 : 1'b0;
assign LRCLK_fall 	= &cnt[9:0] ? 1'b1 : 1'b0;
assign SCLK_rise	= (~cnt[4] && &cnt[3:0]) ? 1'b1 : 1'b0;
assign SCLK_fall	= &cnt[4:0] ? 1'b1 : 1'b0;
endmodule
==> qor.yml <==
antenna_cells: 0
ir_worst_vdd_mv: 0.174
core_um2: 11500
rows: 39
cp_cell_sequence: "clkdlybuf4s50_1"
grt_pass1_vias: 2078
synth_warnings: 11
critical_path_class: "reg -> out"
io_buffers: 72
worstHoldPathCells: 1
ys_sh_mux: 0.0956
slew_viol_final: 0
synth.cellmix.compoundShare: 0.0597
p_leak_uw: 0.00184
numCtsBuffers: 9
rsz0062_at_grt: "false"
syn_area_um2: 3560
io_pins: 73
ys_cells: 229
dp.final_hpwl_mm: 4.09
cp_max_fo: 3
critical_path.slowest_cell: "clkdlybuf4s50_1"
grt_max_degree: 34
drc_errors: 0
path_clk_slew_ns: 0.05
finalHoldViolations: 0
htreeDepth: 3
fin_worst_skew_ns: 0.0103
drt_iter0_drc: 119
synth_flops: 92
clock_sinks: 92
wl_per_cell_um: 13.8
synthSimpleGateAreaFrac: 0.0727
track_usage: 0.112
p_per_area_nw_per_um2: 314
area_delta_synth_final_pct: 33.0
min_path_type: "reg -> reg"
ys_seq_frac: 0.714
xor_area_frac: 0.0148
reg2reg_to: "outshift_reg[9]$_DFFE_NN0P_"
post_synth_fa_ha_maj_area_fraction: 0.0141
tns_ns: 0
rr_startpoint: "cnt[0]$_DFF_PN0_"
lay_top_count: "clkdlybuf4s50_1"
grt_pass1_wl_mm: 10.6
layout_top_cells: "71 x clkdlybuf4s50_1, 48 x edfxtp_1, 27 x dfrtp_1, 21 x nand2_1, 19 x nand3_1"
r2r_setup_slack_ns: 0.43
drv_cap: 0
synth.comb.largest_family: "multiplexers"
clk_latency_ns: 0.34
cp-startpoint: "outshift_reg[15]$_DFFE_NN0P_"
min-delay-start: "outshift_reg[13]$_DFFE_NN0P_"
routed_wirelength_mm: 6.26
vias: 2117
run_status: "finished, final reports clean"
fill_cells: 1046
critical_path.top_delay_family: "buffers and inverters"
log.warning_count: 26
die-area_um2: 12300
fp_util: 0.309
ys_chip_area_um2: 3560
antenna_found_initial: 0
synth.distinct_cells: 28
synth_cells: 229
postCtsHoldBufs: 0
dieHeight_um: 111
critPathLaunchType: "flop"
worst_pin_slew_ns: 0.777
ant_nets: 0
hold_end: "outshift_reg[13]$_DFFE_NN0P_"
drt_first_pass_iters: 21
place.gp.congestion: 0.770
grt_overflow_total: 0
cts.repair.resized: 0
critPathCaptureType: "output pin"
cts_tree: "yes"
critPathMaxStageDelay_ns: 0.49
cts_setup_buffers: 0
worstPathRequired_ns: 4.00
fin_util: 0.411
cp_data_arrival_time_ns: 3.77
slew_headroom: 0.482
die_w_um: 111
avgSynthCellArea_um2: 15.5
avgViaCountPerCell: 4.66
reg2reg_depth: 8
cts.path.max_buffers: 2
clock-root-buffer: "clkbuf_16"
drive_gt1_frac: 0.151
critPathBufInv: 1
setup_viol: 0
## through the flow
stage               cell area [µm²]  cells  total power (µW)  hold slack (ns)  worst slack (ns)
global placement               4440    438               850            0.455             0.488
detailed placement             4440    438               850            0.457             0.407
global route                   4740    454              1540            0.478             0.195
finish                         4740    454              1490            0.455             0.232
floorplan                      3560    229               814            0.421             0.568
CTS                            4740    454              1510            0.462             0.224
## area by class of cell
| cell class | count | area (µm²) | share of cell area |
|---|---|---|---|
| clock inverter | 4 | 30.0 | 0.00634 |
| timing repair buffer | 81 | 783 | 0.165 |
| clock buffer | 12 | 268 | 0.0565 |
| inverter | 2 | 7.51 | 0.00158 |
| tap | 143 | 179 | 0.0378 |
| multi-input combinational | 120 | 926 | 0.195 |
| sequential | 92 | 2540 | 0.537 |
## cells in the mapped netlist
| cell | n | area share |
|---|---|---|
| xnor2_1 | 4 | 0.0098 |
| buf_6 | 2 | 0.0063 |
| mux2i_1 | 16 | 0.045 |
| nand2b_1 | 1 | 0.0018 |
| a21boi_0 | 2 | 0.0042 |
| nor3_2 | 2 | 0.0056 |
| nor2b_1 | 1 | 0.0018 |
| inv_1 | 2 | 0.0021 |
| a21o_1 | 1 | 0.0021 |
| edfxtp_1 | 48 | 0.40 |
| clkbuf_1 | 6 | 0.0063 |
| dfrtn_1 | 16 | 0.11 |
| or2_2 | 1 | 0.0018 |
| nor2_1 | 1 | 0.0011 |
| nand2_1 | 21 | 0.022 |
| buf_12 | 1 | 0.0056 |
| dfrtp_1 | 27 | 0.19 |
| mux2_2 | 16 | 0.051 |
| nor3_1 | 4 | 0.0056 |
| nand3_1 | 19 | 0.027 |
| ha_1 | 4 | 0.014 |
| a221o_1 | 16 | 0.045 |
| buf_2 | 6 | 0.0084 |
| xor2_1 | 2 | 0.0049 |
| nand3_2 | 1 | 0.0028 |
| dfstp_2 | 1 | 0.0074 |
| nand4_1 | 2 | 0.0035 |
| a21oi_1 | 6 | 0.0084 |
## routing by layer
| layer | vias up | part of all wire | GRT usage |
|---|---|---|---|
| met1 | 1028 | 0.47 | 0.184 |
| met3 | 9 | 0.058 | 0.0301 |
| met4 | 0 | 0.014 | 0.0119 |
| met5 | - | 0 | 0 |
| li1 | 1012 | - | - |
| met2 | 68 | 0.46 | 0.163 |
## cells by family (layout without fill, tap and decap cells)
logic type | Yosys count | in the layout
buf+inv | 17 | 99
compound gates | 25 | 25
xor+xnor | 6 | 6
flops | 92 | 92
simple gates | 53 | 53
mux | 32 | 32
fa+ha+maj | 4 | 4
## worst max path at each step
| stage | endpoint | slack [ns] | cells past startpoint |
|---|---|---|---|
| 4_1_cts | SDin | 0.22 | 1 |
| 5_1_grt | SDin | 0.20 | 1 |
| 6_report | SDin | 0.23 | 1 |
## report_power, final
group          internal, µW  switching (µW)  leakage, µW
clock network           382             269     0.000140
logic                  24.8            10.6     0.000702
registers               798           0.685     0.000996
Power is estimated from default activity; no workload was simulated.
