File: flow/design.v
module SPI_mstr(clk,rst_n,SS_n,SCLK,MISO,MOSI,wrt,done,rd_data,cmd);
  input clk,rst_n,wrt,MISO;
  input [15:0] cmd;					 
  output reg SS_n, done;			 
  output SCLK,MOSI;
  output [15:0] rd_data;				 
  typedef enum reg[1:0] {IDLE,BITS,TRAIL} state_t;
  state_t state,nstate;			 
  reg [4:0] dec_cntr;
  reg [4:0] bit_cntr;
  reg [15:0] shft_reg;			 
  logic rst_cnt, en_cnt, shft;
  logic set_done, clr_done;
  always_ff @(posedge clk, negedge rst_n)
    if (!rst_n)
      state <= IDLE;
    else
      state <= nstate;
  always_ff @(posedge clk)
	if (wrt)
      shft_reg <= cmd;
    else if (shft)
      shft_reg <= {shft_reg[14:0],MISO};
  always_ff @(posedge clk)
    if (rst_cnt)
      bit_cntr <= 5'b00000;
    else if (en_cnt)
      bit_cntr <= bit_cntr + 1'b1;
  always_ff @(posedge clk, negedge rst_n)
    if (!rst_n)
	  dec_cntr <= 5'b11000;
	else if (rst_cnt)
      dec_cntr <= 5'b11000;
    else
      dec_cntr <= dec_cntr - 1'b1;
  assign SCLK = dec_cntr[4];		 
  always_ff @(posedge clk, negedge rst_n)
    if (!rst_n)
	  done <= 1'b0;
	else if (set_done)
	  done <= 1'b1;
	else if (clr_done)
	  done <= 1'b0;
  always_ff @(posedge clk, negedge rst_n)
    if (!rst_n)
	  SS_n <= 1'b1;
	else if (set_done)
	  SS_n <= 1'b1;
	else if (clr_done)
	  SS_n <= 1'b0;
  always_comb
    begin
      rst_cnt = 0; 
      en_cnt = 0;
      shft = 0;
      set_done = 0;
	  clr_done = 0;
	  nstate = IDLE;
      case (state)
        IDLE : begin
          rst_cnt = 1;
          if (wrt) 
		    begin
              nstate = BITS;
			  clr_done = 1;
			end
          else 
		    nstate = IDLE;
        end
        BITS : begin
          en_cnt = (dec_cntr==5'b11110) ? 1'b1 : 1'b0;
          shft = (dec_cntr==5'b11110) ? 1'b1 : 1'b0;	 
		  if (bit_cntr[4])
		    nstate = TRAIL;
          else
            nstate = BITS;         
        end
        default : begin 	 
          if (dec_cntr==5'b11000)
		    begin
			  nstate = IDLE;
			  set_done = 1;
			end
		  else
		    nstate = TRAIL;
        end
      endcase
    end
  assign rd_data = shft_reg;			 
  assign MOSI = shft_reg[15];
endmodule 
File: flow/run.sh
#!/bin/bash
# OpenROAD 26Q1-2900-gdf79404cd8, Yosys 0.63+post, stock flow scripts
make -C /OpenROAD-flow-scripts/flow DESIGN_CONFIG=/design/flow/config.mk WORK_HOME=/design/flow/orfs finish
File: flow/config.mk
export PLATFORM = sky130hd
export DESIGN_NAME = SPI_mstr
export DESIGN_NICKNAME = SPI_mstr
export VERILOG_FILES = /design/flow/design.v
export SDC_FILE = /design/flow/constraint.sdc
export NUM_CORES = 4
export LEC_CHECK = 1
export CORE_UTILIZATION = 30
File: flow/constraint.sdc
current_design SPI_mstr

set clk_period 2.4
set clk_io_pct 0.2

create_clock -name clk0 -period $clk_period [get_ports {clk}]

set non_clock_inputs [all_inputs -no_clocks]
set_input_delay [expr $clk_period * $clk_io_pct] -clock clk0 $non_clock_inputs
set_output_delay [expr $clk_period * $clk_io_pct] -clock clk0 [all_outputs]
==> flow_metrics.py <==
# Auto-generated metrics
metrics = {
    "floorplan": {
        "chip_height_um": 69.1,
        "floorplan.core_util_pct": 31.1,
        "dieArea_mm2": 0.00478,
        "io_pins": 40,
        "core_area_mm2": 0.00435,
        "fp.dieW_um": 69.1,
        "placementRows": 24,
    },
    "placement": {
        "place_area_mm2": 0.00179,
        "setup_ws_pre_cts_ns": 0.455,
        "placement.io_buffers": 39,
        "hpwl_detailed_mm": 1.69,
        "routabilityCongestion": 0.759,
    },
    "hold_path": {
        "worstHoldPathType": "reg -> reg",
        "worst_hold_path.num_cells": 1,
    },
    "timing": {
        "post-route-period-util_pct": 75.2,
        "final.min_clock_period_ns": 1.80,
        "hold_ws_ns": 0.467,
        "worst_setup_slack_after_layout_ns": 0.596,
        "worst_slew_pin_slew_ns": 0.406,
        "setup-tns-final_ns": 0,
        "setup_violations": 0,
        "drv_slew": 0,
        "slew_headroom_pct": 72.9,
        "report.final.hold_viol_count": 0,
        "final.setup_skew_ns": 0.00503,
        "unrepaired_setup_endpoints_after_global_routing": "no",
        "achievable-frequency_ghz": 0.554,
    },
    "route": {
        "route.final.wire_length_mm": 2.38,
        "detail-route-antenna-nets": 0,
        "wire_per_inst_um": 12.0,
        "drt-pass1-iter-count": 4,
        "antennaDiodeCount": 0,
        "detailedRoute.firstIterationViolations": 67,
        "dr_total_vias": 936,
        "detail_route.vias_per_cell": 4.73,
        "route.detailed.drc": 0,
    },
    "yosys": {
        "top_cell_area_share_pct": 35.5,
        "synth.lib_cells_used.distinct": 31,
        "yosysWarnings": 1,
        "post-synth-top-area-cell": "sky130_fd_sc_hd__edfxtp_1",
        "ys_cells": 102,
        "synth-edff-count": 16,
        "postSynthSeqShare_pct": 61.8,
        "fraction_of_synthesis_flops_using_an_asynchronous_set_or_reset_pin_pct": 32.3,
        "synthesis.area_per_instance_um2": 13.3,
        "yosys-stat-area_mm2": 0.00135,
        "post_synth_inst_count": 102,
        "post_synth_main_area_contributors": "sky130_fd_sc_hd__edfxtp_1 (36%), sky130_fd_sc_hd__mux2_2 (13%), sky130_fd_sc_hd__dfrtp_1 (11%)",
        "postSynth.topFlopCell": "sky130_fd_sc_hd__edfxtp_1",
        "netlist_area_mm2": 0.00135,
        "yosys_register_bits": 31,
    },
    "setup_path": {
        "worst-endpoint-required_ns": 1.92,
        "critPathLaunchType": "register",
        "cpMaxStageDelayCell": "sky130_fd_sc_hd__dfstp_2",
        "worst_r2r_path_depth": 5,
        "timing.critical_path.arrival_ns": 1.32,
        "worstSetupPathDepth": 1,
        "worstPathBufferInverterCount": 1,
        "cpLargestDelayFamily": "flip-flops",
        "criticalPathCategory": "reg -> out",
        "worstPathCellList": "clkdlybuf4s50_1",
        "setup.worst_path.end_class": "primary output",
        "worst-path-max-fanout": 5,
        "max_stage_delay_ns": 0.58,
    },
    "clock_network": {
        "cts-hold-fix-buffers": 0,
        "cts_root_buf": "sky130_fd_sc_hd__clkbuf_8",
        "max-clock-path-buffers": 2,
        "clk_pin_slew_ns": 0.06,
        "clock_sinks": 31,
        "tritoncts.num_buffers": 5,
        "insertion_delay_ns": 0.27,
        "cts.htree.levels": 2,
        "postCtsSetupBuffers": 0,
        "cts_repair_resize_count": 0,
        "cts_tree": "yes",
    },
    "power_and_ir_drop": {
        "worst_ir_drop_vdd_uv": 580,
        "leakage_uw": 0.000689,
        "power.density_cell_area_mw_per_mm2": 782,
    },
    "outcome": {
        "status": "complete, no violations",
    },
    "grt": {
        "grt_antenna_before_repair": 0,
        "globalRoute.totalOverflow": 0,
        "grtUsageTotal_pct": 10.7,
        "grt_max_degree": 17,
        "grt_first_pass_wirelength_mm": 4.00,
        "number_of_global_route_vias_before_repair": 886,
    },
    "job": {
        "stage_log_warnings": 26,
        "maxCapViolations": 0,
    },
    "final_layout": {
        "drive_gt1_share_pct": 19.9,
        "finalInstanceArea_mm2": 0.00188,
        "synthToLayoutAreaGrowth_pct": 38.7,
        "largest_register_ff_count": 16,
    },
}
-- final timing paths --
path                                        from                    end  slack [ns]
setup reg to reg           dec_cntr[0]$_DFF_PN0_  shft_reg[8]$_DFFE_PP_        0.65
hold / removal             dec_cntr[0]$_DFF_PN0_  dec_cntr[0]$_DFF_PN0_        0.47
setup / recovery           dec_cntr[4]$_DFF_PN1_                   SCLK        0.60
hold reg to reg            dec_cntr[0]$_DFF_PN0_  dec_cntr[0]$_DFF_PN0_        0.47
max in group asynchronous                  rst_n  dec_cntr[4]$_DFF_PN1_        1.58
min in group asynchronous                  rst_n     state[2]$_DFF_PN0_        0.50
-- power by group --
| part | internal [uW] | total, uW | leakage, uW | switching, uW |
|---|---|---|---|---|
| clock | 203 | 377 | 0.0000422 | 174 |
| combinational | 203 | 324 | 0.000336 | 122 |
| sequential | 682 | 766 | 0.000311 | 83.9 |
-- Yosys cell counts, drive strengths merged, types with 3 or more instances --
library cell	number
mux2	16
nor2	5
dfstp	4
dfrtp	6
buf	3
nand2	8
ha	3
xnor2	3
dfxtp	5
o21ai	3
edfxtp	16
inv	5
-- final cells by class --
| cell class | instances | area, um^2 |
|---|---|---|
| clock inverters | 1 | 5.00 |
| repair buffers | 40 | 398 |
| flip-flops and latches | 31 | 836 |
| multi-input cells | 62 | 477 |
| inverters | 5 | 18.8 |
| fillers | 388 | 2480 |
| clock buffers | 7 | 76.3 |
| well taps | 52 | 65.1 |
-- routing by layer --
metal / track usage, % / share of wire (%) / up-vias
li1: - / - / 453
met1: 16.0 / 47 / 426
met2: 15.7 / 43 / 53
met3: 4.60 / 9.9 / 4
met4: 1.13 / 0.50 / 0
met5: 0 / 0 / -
-- per-stage QoR --
step	utilization [%]	power [uW]	instances
finish	43.1	1470	198
global route	43.1	1570	198
detailed placement	41.2	1100	190
CTS	43.1	1490	198
floorplan	-	933	102
global placement	41.2	1090	190
-- layout by cell type, fill, tap and decap left out, drive strengths merged, types with 4 or more instances in the layout --
cell type      count
clkbuf             7
clkdlybuf4s50     39
dfrtp              6
dfstp              4
dfxtp              5
edfxtp            16
inv                5
mux2              16
nand2              8
nor2               5
-- cells by family after synthesis --
group,count (synthesis),share of synthesized area [%]
compound gates,13,6.66
xor+xnor,3,1.94
fa+ha+maj,3,2.78
buf+inv,9,2.96
flops,31,61.8
mux,17,14.1
simple gates,26,9.81
Power is estimated from default activity; no workload was simulated.
